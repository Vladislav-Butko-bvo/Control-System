==> ./design.v <==
`timescale 1ns / 1ps
module spec_dig_dev(d1, d2, reset_divider_extern, reset_spec_dev_extern, clk, S1, ready);
input [0:3] d1, d2;
input reset_divider_extern, reset_spec_dev_extern, clk;
output [0:3] S1;
output reg ready;
reg [0:3] A, B, S1, S2, S3;
reg [3:0] Y;
reg reset_divider;
reg to_first_state;
reg rst_to_first_state;
reg [0:1] automat_state;
reg [0:1] automat_state2;
reg rst_spec_dev_flag;
reg rst_rst_spec_dev_flag;
reg [0:3] tmp_d1_filt, tmp_d2_filt;
reg tmp_rst_to_first_state;
reg tmp_reset_spec_dev_extern;
reg tmp_rst_rst_spec_dev_flag;
wire clk_divided;
wire [0:3] d1_filt, d2_filt; 
debounce_filter #(
    .CNTR_WIDTH(10)
) filter_d1 (
    .clock(clk),
    .reset(reset_spec_dev_extern),
    .button(d1),
    .pressed(d1_filt)
);
debounce_filter #(
    .CNTR_WIDTH(10)
) filter_d2 (
    .clock(clk),
    .reset(reset_spec_dev_extern),
    .button(d2),
    .pressed(d2_filt)
);
always @ (clk, reset_divider_extern, reset_spec_dev_extern, ready)
begin
        case({ready,
            reset_divider_extern,
            reset_spec_dev_extern})
        3'b000:  begin reset_divider <= 0; end
        3'b001:  begin reset_divider <= 0; end
        3'b010:  begin reset_divider <= 1; end
        3'b011:  begin reset_divider <= 0; end
        3'b100:  begin 
            if(to_first_state) begin
                reset_divider <= 0;
            end
            else begin
                reset_divider <= 1;
            end      
        end
        3'b101:  begin reset_divider <= 0; end
        3'b110:  begin reset_divider <= 1; end
        3'b111:  begin reset_divider <= 0; end
        endcase
end
always @ (posedge clk)
begin
        if(tmp_d1_filt != d1_filt | tmp_d2_filt != d2_filt | tmp_rst_to_first_state != rst_to_first_state) begin
		case(automat_state)
        	2'b00:  begin 
			to_first_state <= 0;
			automat_state <= 2'b11;
			end
		2'b10:  begin 
			to_first_state <= 0;
			automat_state <= 2'b01;
			end
		2'b01:  begin 
			to_first_state <= 0;
			automat_state <= 2'b11;
			end
		2'b11:  begin 
				if(rst_spec_dev_flag == 1'b0) 
					begin
					to_first_state <= 1;
					automat_state <= 2'b10;
					end 
				else   
					automat_state <= 2'b01; 
			end       
                endcase  
        end
	tmp_d1_filt <= d1_filt;      
	tmp_d2_filt <= d2_filt;      
	tmp_rst_to_first_state <= rst_to_first_state;
end
always @ (posedge clk)
begin
	if(tmp_reset_spec_dev_extern != reset_spec_dev_extern | tmp_rst_rst_spec_dev_flag != rst_rst_spec_dev_flag)
	begin
		case(automat_state2)
		2'b00:  begin 
			rst_spec_dev_flag <= 0;
			automat_state2 <= 2'b01;
			end
		2'b01:  begin 
			rst_spec_dev_flag <= 0;
			automat_state2 <= 2'b11;
			end
		2'b11:  begin 
			rst_spec_dev_flag <= 1;
			automat_state2 <= 2'b01;
			end
		endcase
	end	
	tmp_reset_spec_dev_extern <= reset_spec_dev_extern;      
	tmp_rst_rst_spec_dev_flag <= rst_rst_spec_dev_flag;  
end
divider divider1(clk,reset_divider,clk_divided);
always @ (posedge clk_divided)
begin
	if (!reset_spec_dev_extern)
		case (Y)
		0: 	begin
				A <= d1_filt;
			 	B <= d2_filt;
			 	S1 <= 0;
			 	S2 <= 0; 
			 	S3 <= 0;
			 	ready <= 0;
			 	rst_to_first_state <= 1;
			 	Y <= 1;
		 	end
		1: 	begin
			     	rst_to_first_state <= 0;
			     	rst_rst_spec_dev_flag <= 0;
			     	if (to_first_state) begin 
			        	Y <= 0;
			     	end   
			        else begin
				        S2 <= A << 2;
				        S1 <= A^B;
				        if(A<=9) Y <= 2;
				        else Y <= 10;
			        end
		 	end
		2: 	begin 
			    	if (to_first_state) begin 
			        	Y <= 0;
			     	end  
			    	else begin
			    	     	S3 <= B >> 3; 
			    		Y <= 3;
			    	end
		 	end  
		3: 	begin
			    	if (to_first_state) begin 
			        	Y <= 0;
			     	end  
			     	else begin
				        S3 <= S1 << 3;
				        S2 <= S2 + S3;
				        Y <= 4;
			     	end    
		 	end
		4: 	begin
			    	if (to_first_state) begin 
			        	Y <= 0;
			     	end  
			     	else begin
			         	S1 <= B << 2;
			         	S3 <= S3 + S1;
			         	Y <= 5;
			     	end    
		 	end
		5: 	begin 
			    	if (to_first_state) begin 
			        	Y <= 0;
			     	end  
			     	else begin
			        	S3 <= S3 + S2;
			        	Y <= 6;
			     	end
		   	end
		6: 	begin 
			    	if (to_first_state) begin 
			        	Y <= 0;
			     	end  
			     	else begin
			        	S1 <= S1 + B;
			        	Y <= 7;
			     	end
		    	end
		7: 	begin 
			    	if (to_first_state) begin 
			        	Y <= 0;
			     	end  
			     	else begin
			        	S1 <= A + S1;
			        	Y <= 8;
			      	end
		    	end
		8: 	begin 
		        	if (to_first_state) begin 
		        		Y <= 0;
			     	end  
			     	else begin
			        	S1 <= ~S1;
			        	Y <= 9;
			     	end   
		    	end
		9: 	begin 
		    		if (to_first_state) begin 
		        		Y <= 0;
		     		end  
		     		else begin
		        		S1 <= S1^S3;
		        		ready <= 1;
		        		Y <= 0;
		     		end   
		    	end
		10: 	begin
		    		if (to_first_state) begin 
		        		Y <= 0;
		     		end  
		     		else begin
		         		B <= B << 1;
		         		A <= A + B;
		         		Y <= 11;
		     		end    
		 	end
		11: 	begin
			        if (to_first_state) begin 
			        	Y <= 0;
			     	end  
			     	else begin
			         	A <= A >> 3;
			         	B <= B & S2;
			         	Y <= 12;
			     	end
		 	end
		12: 	begin 
			    	if (to_first_state) begin 
			        	Y <= 0;
			     	end  
			     	else begin
			        	B <= ~B;
			        	Y <= 13;
			     	end
		    	end
		 13: 	begin
		    		if (to_first_state) begin 
		        		Y <= 0;
		     		end  
		     		else begin
		        		S1 <= B | S1;
		        		Y <= 14;
		      		end  
		    	end
		 14: 	begin
		    		if (to_first_state) begin 
		        		Y <= 0;
		     		end  
		     		else begin
		        		S1 <= A + S1;
		        		ready <= 1;
		        		Y <= 0;
		     		end   
		    	end  
		endcase
	else
	begin
		A <=0; B <= 0; S1 <= 0;
		S2 <= 0; S3 <= 0;
		Y <= 0; ready <= 0;
		rst_rst_spec_dev_flag <= 1;
	end
end
endmodule
`timescale 1ns / 1ps
module divider(
    input clk,
    input reset,
    output reg clk_divided
    );
    reg [31:0] counter;
    always @ (posedge clk)
    begin
        if(!reset) begin
            counter <= counter + 1;
            if(counter == 25000000) begin
                clk_divided <= ~clk_divided;
                counter <= 0;
            end    
        end 
        else begin
            counter <= 0; 
            clk_divided <= 0;
        end
    end
endmodule
module debounce_filter #(
    parameter CNTR_WIDTH = 10,
    parameter D_WIDTH = 4
)(
    input      clock,
    input      reset,
    input      [0:D_WIDTH-1] button,
    output reg [0:D_WIDTH-1] pressed
);
reg [D_WIDTH:0] buttonSync;
always @ (posedge clock or posedge reset) begin
    if (reset) begin
        buttonSync <= 2'b0;
    end else begin
        buttonSync <= {buttonSync[0], button};
    end
end
reg [0:D_WIDTH-1] stable;
reg [CNTR_WIDTH-1:0] filter;
always @ (posedge clock or posedge reset) begin
    if (reset) begin
        filter <= 1'b0;
    end else if (stable) begin
        filter <= 1'b0;
    end else begin
        filter <= filter + 1'b1;
    end
end
always @ (posedge clock or posedge reset) begin
    if (reset) begin
        stable      <= 'h0;
        pressed     <= 'h0;
    end else if (stable) begin
        if (buttonSync != pressed) begin
            stable  <= 'h0;
        end
    end else begin
        if (buttonSync == pressed) begin
            stable  <= 'hF;
        end else if (filter == {(CNTR_WIDTH){1'b1}}) begin
            pressed <= buttonSync;
            stable  <= 'hF;
        end
    end
end
endmodule
==> ./run.sh <==
#!/bin/bash
# OpenROAD 26Q1-2900-gdf79404cd8, Yosys 0.63+post, stock flow scripts
make -C /OpenROAD-flow-scripts/flow DESIGN_CONFIG=/design/flow/config.mk WORK_HOME=/design/flow/orfs finish
==> ./config.mk <==
export PLATFORM = sky130hd
export DESIGN_NAME = spec_dig_dev
export DESIGN_NICKNAME = spec_dig_dev
export VERILOG_FILES = /design/flow/design.v
export SDC_FILE = /design/flow/constraint.sdc
export NUM_CORES = 4
export LEC_CHECK = 1
export CORE_UTILIZATION = 40
==> ./constraint.sdc <==
current_design spec_dig_dev

set clk_period 6.2
set clk_io_pct 0.2

create_clock -name clk0 -period $clk_period [get_ports {clk}]

set non_clock_inputs [all_inputs -no_clocks]
set_input_delay [expr $clk_period * $clk_io_pct] -clock clk0 $non_clock_inputs
set_output_delay [expr $clk_period * $clk_io_pct] -clock clk0 [all_outputs]
==> impl_metrics.json <==
{
  "status": "completed",
  "final_area_sq_mm": 0.00649,
  "drt_iter0_markers": 442,
  "flop_cell": "dfxtp_1",
  "wl_um": 11100,
  "unclocked_regs": 38,
  "synthTopCellsByArea": "dfxtp_1 28%, dfrtp_1 17%, xor2_1 7.4%",
  "netlist_area_sq_mm": 0.00591,
  "crit_buf_inv": 3,
  "crit_chain": "clkdlybuf4s50_1 > buf_4 > nor2_1 > or2_1 > buf_4 > nor2_1",
  "max-slew-margin-rel": 0.490,
  "syn_to_final_growth_pct": 9.83,
  "ys_sh_aoi": 0.0964,
  "cpPeakStageDelay_ns": 0.46,
  "setup_viol": 0,
  "dieArea_sq_mm": 0.0153,
  "worst_pin_slew_ns": 0.762,
  "utilization": 0.448,
  "synth-edff-count": 6,
  "holdBufCountCts": 0,
  "insertion_delay_ns": 0.34,
  "critPathCaptureType": "flop",
  "cp_max_fo": 32,
  "grt_overflow": 0,
  "cts_tree": "built",
  "rrSetupSlack_ns": 4.34,
  "grt_pass1_wl_um": 19300,
  "grt_pass1_vias": 3955,
  "antenna_found_initial": 0,
  "yosysTopAreaCellShare": 0.281,
  "finalNonFillerCells": 786,
  "syn_area_per_cell_sq_um": 10.0,
  "synth_flops": 129,
  "finalSetupTns_ns": 0,
  "vdd.ir_drop.worst_mv": 0.176,
  "portBuffers": 15,
  "async_flop_share": 0.310,
  "max_freq_mhz": 408,
  "cts_buffer_depth": 2,
  "dpl_cell_area_sq_mm": 0.00618,
  "warnings": 26,
  "required_ns": 6.48,
  "ys_sh_xor": 0.113,
  "synth.area.mux_share": 0.0208,
  "ys_cells": 588,
  "post_cts_buffers": 0,
  "combGateArea_sq_mm": 0.00286,
  "crit_type": "in -> reg",
  "dpl.cell_count": 770,
  "ys_sh_simple": 0.206,
  "untimed_endpoints": 46,
  "cp_slowest_cell": "clkdlybuf4s50_1",
  "worst_path_dominant_cell_family": "buffers and inverters",
  "n_antenna_cell": 0,
  "drv_cap": 0,
  "rows": 44,
  "ys_sh_adder": 0.0475,
  "hpwl_um": 7660,
  "ioPinCount": 16,
  "syn_inst": 588,
  "wl_per_cell_um": 14.1,
  "logic_family": "simple AND/OR/NAND/NOR gates",
  "crit_arrival_ns": 2.73,
  "initial_core_util": 0.408,
  "hold_ws_ns": 0.425,
  "die_y_um": 124,
  "skew_ns": 0.00583,
  "ys_types": 58,
  "hold_path_class": "reg -> reg",
  "viasPerCell": 5.24,
  "grt_start_max_net_pins": 46,
  "vias": 4116,
  "critPathLaunchType": "input pin",
  "finalCritPeriodShare": 0.395,
  "dieWidth_um": 124,
  "r2r_cells": 6,
  "numCtsBuffers": 9,
  "synth_seq_share": 0.481,
  "r2r-end": "divider1.counter[19]$_SDFF_PP0_",
  "ys_area_sq_mm": 0.00591,
  "first_pass_iters": 5,
  "leakagePower_nw": 2.71,
  "endpoint": "divider1.counter[19]$_SDFF_PP0_",
  "fin_crit_ns": 2.45,
  "core-area_sq_mm": 0.0145,
  "reg2reg_from": "divider1.counter[16]$_SDFF_PP0_",
  "final_layout_size_suffix_gt1_frac": 0.0714,
  "ctsRootBufferMaster": "clkbuf_16",
  "fill_cells": 1295,
  "drcViolationCount": 0,
  "rsz0062_at_grt": "false",
  "ys_warn_count": 3,
  "ant_nets": 0,
  "cp.depth": 6,
  "powerDensity_mw_per_mm2": 213,
  "synth.largest_area_cell": "dfxtp_1",
  "critPathLaunch": "reset_spec_dev_extern",
  "htree_levels": 3,
  "seq_area_sq_mm": 0.00284,
  "hold_violations": 0,
  "slew_viol_final": 0,
  "gp_congestion": 0.898,
  "clkTransAtPathRegs_ns": 0.07,
  "ctsResizeCount": 0,
  "grt_usage": 0.162
}
==> final cells by class <==
class                           count  share of cell area
Timing Repair Buffer               19              0.0278
Tap cell                          184              0.0355
Clock inverter                      6             0.00791
Sequential cell                   129               0.438
Multi-Input combinational cell    418               0.440
Inverter                           20              0.0116
Clock buffer                       10              0.0386
==> metal layers <==
| layer | wire length [um] | GRT usage |
|---|---|---|
| met5 | 0 | 0 |
| met4 | 104 | 0.0181 |
| met3 | 325 | 0.0141 |
| met2 | 5070 | 0.252 |
| met1 | 5600 | 0.261 |
==> where the power goes <==
part           switching (W)  total, W  internal, W
Combinational      0.0000693  0.000131    0.0000620
Clock               0.000238  0.000540     0.000302
Sequential         0.0000596  0.000713     0.000653
Total               0.000367   0.00138      0.00102
==> flip-flops by register name, indices dropped and copies added (netlist names), 5 cells and up, named ones only <==
register	count
filter_d1.filter	10
filter_d2.filter	10
filter_d1.buttonSync	5
Y	15
filter_d2.buttonSync	5
divider1.counter	32
==> cell families (layout without fill, tap and decap cells) <==
group,count (synthesis),after routing
compound gates,87,87
mux,11,11
buf+inv,41,55
xor+xnor,76,76
simple gates,224,224
fa+ha+maj,20,20
flops,129,129
==> cells in the mapped netlist, drive strengths merged (2+ instances only) <==
master,number
or3,4
nand3b,2
and4,5
ha,16
inv,20
and2,18
a22oi,9
a22o,2
dfrtp,40
xor2,50
or2,3
a31oi,3
nor3,12
and2b,2
nor4,8
nor4b,3
fa,4
mux2,10
o22ai,4
nand3,22
a21o,6
nand4,22
xnor2,26
dfxtp,83
nand2,27
a222oi,7
edfxtp,6
a221oi,3
nor2,79
clkbuf,11
buf,10
and3,6
o21ai,16
a211oi,4
nand4bb,2
nor2b,5
a21oi,26
==> stage by stage <==
step / total power, W / setup slack [ns]
global placement: 0.000845 / 3.42
finish: 0.00138 / 3.75
CTS: 0.00140 / 3.75
global route: 0.00145 / 3.61
floorplan: 0.000818 / 3.76
detailed placement: 0.000852 / 3.40
==> cell usage in the layout (no fill, tap or decap), types with 5 or more instances in the layout <==
cell and instances:
xnor2_1 26, xor2_1 50, and3_1 6, nor2b_1 5
and2_1 18, dfrtp_1 40, nor3_1 8, dfxtp_1 83
a22oi_1 9, nand4_1 20, a222oi_1 7, o21ai_0 15
inv_1 20, a21oi_1 26, edfxtp_1 6, nand2_1 27
mux2_2 10, clkbuf_16 10, ha_1 16, a21o_1 6
and4_1 5, nand3_1 22, nor2_1 79, clkdlybuf4s50_1 15
==> how the worst min path moves through the flow <==
stage,from,to,slack [ns],depth (start not counted)
4_1_cts,filter_d1.buttonSync[0]$_DFF_PP0_,filter_d1.buttonSync[4]$_DFF_PP0_,0.43,0
6_report,filter_d1.buttonSync[0]$_DFF_PP0_,filter_d1.buttonSync[4]$_DFF_PP0_,0.43,0
5_1_grt,filter_d1.buttonSync[0]$_DFF_PP0_,filter_d1.buttonSync[4]$_DFF_PP0_,0.46,0
Power figures rest on the tool's default switching activity, not on a simulated workload.
